`./config.mk`:
```
export PLATFORM = sky130hd
export DESIGN_NAME = resta3b
export DESIGN_NICKNAME = resta3b
export VERILOG_FILES = /design/flow/design.v
export SDC_FILE = /design/flow/constraint.sdc
export NUM_CORES = 4
export LEC_CHECK = 1
export CORE_AREA = 10 10 70 70
export DIE_AREA = 0 0 80 80
```
`./design.v`:
```
module resta3b (input [2:0] xi, input [2:0] yi, output reg po, output [3:0] zi, input init);
  reg [2:0] st;
  assign pi = 0;
  assign zi[2:0] = st;
  assign zi[3] = po;
always @ ( * ) begin
  if (xi>=yi) begin
		st = xi-yi-pi;
		po = 0;
  end
   else begin
			st = yi-xi-pi;
			po = 1;	
		  end
end
endmodule
```
`./constraint.sdc`:
```
current_design resta3b

set clk_period 3.4
set clk_io_pct 0.2

create_clock -name clk0 -period $clk_period

set non_clock_inputs [all_inputs -no_clocks]
set_input_delay [expr $clk_period * $clk_io_pct] -clock clk0 $non_clock_inputs
set_output_delay [expr $clk_period * $clk_io_pct] -clock clk0 [all_outputs]
```
`./run.sh`:
```
#!/bin/bash
# OpenROAD 26Q1-2900-gdf79404cd8, Yosys 0.63+post, stock flow scripts
make -C /OpenROAD-flow-scripts/flow DESIGN_CONFIG=/design/flow/config.mk WORK_HOME=/design/flow/orfs finish
```
==> impl_summary.log <==
[report] extracting results
INFO  metric synth-warning-count = 2
INFO  metric status = completed
INFO  metric worst_ep_required_time = between 2 and 3 ns
INFO  metric synth_cell_types = 11
INFO  metric routed_via_count = approximately 190
INFO  metric syn2layout_area_growth = 90.6%
INFO  metric synthesis.area_per_instance = 9.30 um2
INFO  metric finish.utilization = 0.119
INFO  metric chip_width = about 80 um
INFO  metric post-dp-hpwl = around 520 um
INFO  metric post_cts_hold_buffer_count = 0
INFO  metric floorplan.rows = 21
INFO  metric netlist_area = between 200 and 250 um2
INFO  metric post-cts-setup-buffer-count = 0
INFO  metric die_height = ~80 um
INFO  metric wire_per_inst = about 6.5 um
INFO  metric placedInstanceArea = approximately 400 um2
INFO  metric ios = 12
INFO  metric whs_path_depth = 5
INFO  metric critical_path_peak_fanout = 2
INFO  metric grt_setup_unrepaired = false
INFO  metric final_cell_count_no_fill = between 80 and 90
INFO  metric place_inst = 83
INFO  metric seq_area = 0 um2
INFO  metric cap_violations = 0
INFO  metric maximum_vdd_drop = 0.0237 mV
INFO  metric final_layout_size_suffix_gt1_frac = 0.243
INFO  metric timing_worst_slew_pin_value = around 0.18 ns
INFO  metric antennaDiodeCount = 0
INFO  metric fmax = just over 300 MHz
INFO  metric core_util_floorplan = 0.0626
INFO  metric synth_sequential_area_ratio = 0
INFO  metric min_delay_worst_endpoint = zi[1]
INFO  metric design.die.area = between 6000 and 7000 um2
INFO  metric nClkBuffers = 0
INFO  metric top_area_frac = 0.292
INFO  metric final_area = ~410 um2
INFO  metric final-comb-area = ~190 um2
INFO  metric largest_net_degree_at_the_start_of_global_routing = 4
INFO  metric synth_chip_area = approximately 210 um2
INFO  metric hold_viol_final = 0
INFO  metric via_count_of_the_first_global_routing_pass = roughly 200
INFO  metric num-fill-cells = 396
INFO  metric critical_path.endpoint_type = output port
INFO  metric synth-cells-yosys = 23
INFO  metric worstPathArrival = about 2.6 ns
INFO  metric area_leaders = sky130_fd_sc_hd__ha_1, sky130_fd_sc_hd__fa_1, sky130_fd_sc_hd__mux2i_1
INFO  metric grt_pass1_wl = just over 900 um
INFO  metric core_region_area = 3420 um2
INFO  metric crit_type = primary input to output port
INFO  metric worstHoldPathType = primary input to output port
INFO  metric overall_track_demand_over_capacity_in_global_routing = 0.0176
INFO  metric final_period_minus_worst_setup_slack = about 3.3 ns
INFO  metric most_common_cell = sky130_fd_sc_hd__inv_1
INFO  metric power_density = 136 nW/um2
INFO  metric globalRoute.totalOverflow = 0
INFO  metric fin_crit_sh = 0.970
INFO  metric startpoint_of_the_most_critical_hold_path = xi[1]
INFO  metric post_dr_vias_cell = 2.27
INFO  metric detail_route.first_pass.iterations = 3
INFO  metric openroad.warnings = 36
INFO  metric slew_violations = 0
INFO  metric totalWireLength = 539 um
INFO  metric gp_congestion = between 0.7 and 0.8
INFO  metric number_of_antenna_violations_at_the_first_check_in_global_routing = 0
INFO  metric netlist_top_cells_count = sky130_fd_sc_hd__inv_1, sky130_fd_sc_hd__ha_1, sky130_fd_sc_hd__mux2i_1
INFO  metric count_of_port_buffers_added_during_placement = 11
INFO  metric initialDrtViolationCount = 1
INFO  metric largest_area_cell = sky130_fd_sc_hd__ha_1
INFO  metric crit_path_start_kind = primary input
INFO  metric synthesis.instances = 23
INFO  metric static-leakage-power = around 0.18 nW
INFO  metric report.final.setup_viol = 0
INFO  metric worst_slew_margin_rel = 0.883
INFO  metric final_antenna_net_count = 0
INFO  metric route.detailed.drc = 0
INFO  metric seq_cells = 0
==> cell families (layout without fill, tap and decap cells) <==
kind of cell / Yosys count / count (layout) / share of synthesized area
adders and majority gates: 7 / 7 / 0.480
muxes: 3 / 3 / 0.140
and+or+nand+nor: 2 / 2 / 0.0818
buffers and inverters: 7 / 21 / 0.140
AOI/OAI and AO/OA: 4 / 4 / 0.158
==> repair_timing <==
item	in CTS	in global routing
endpoints found under the setup margin	1	1
resized	1	2
pin swaps	1	0
==> layer usage <==
metal	wire length (um)	GRT usage
met2	187	0.0241
met1	254	0.0233
met4	0	0
met3	97	0.0125
met5	0	0
==> where the power goes <==
part,switching [mW],internal (mW),total [mW]
Sequential,0,0,0
Combinational,0.0188,0.0366,0.0555
Clock,0,0,0
==> critical path: stages <==
cell	delay [ns]
sky130_fd_sc_hd__clkdlybuf4s50_1	0.48
sky130_fd_sc_hd__inv_1	0.04
sky130_fd_sc_hd__ha_1	0.29
sky130_fd_sc_hd__nand2b_4	0.15
sky130_fd_sc_hd__a211oi_2	0.23
sky130_fd_sc_hd__mux2i_1	0.10
sky130_fd_sc_hd__a21oi_1	0.14
sky130_fd_sc_hd__clkdlybuf4s50_1	0.50
==> cells in the final DEF, fill, tap and decap left out <==
| cell type | n |
|---|---|
| sky130_fd_sc_hd__clkdlybuf4s50_1 | 10 |
| sky130_fd_sc_hd__inv_1 | 6 |
| sky130_fd_sc_hd__ha_1 | 5 |
| sky130_fd_sc_hd__buf_4 | 4 |
| sky130_fd_sc_hd__mux2i_1 | 3 |
| sky130_fd_sc_hd__fa_2 | 2 |
| sky130_fd_sc_hd__nand2b_4 | 1 |
| sky130_fd_sc_hd__a21o_1 | 1 |
| sky130_fd_sc_hd__a21oi_2 | 1 |
| sky130_fd_sc_hd__a211oi_2 | 1 |
| sky130_fd_sc_hd__nor2_1 | 1 |
| sky130_fd_sc_hd__a21oi_1 | 1 |
| sky130_fd_sc_hd__dlygate4sd2_1 | 1 |
==> worst max path at each step <==
stage	start	endpoint	slack, ns	depth (start not counted)
global route	xi[0]	zi[3]	0.01	8
CTS	xi[0]	zi[2]	0.05	8
finish	xi[0]	zi[2]	0.10	8
==> metrics by stage <==
| step | setup TNS (ns) | total power, mW | hold WS, ns | worst slack (ns) |
|---|---|---|---|---|
| 2_1_floorplan | 0 | 0.0242 | 1.49 | 1.11 |
| 3_5_place_dp | -0.0205 | 0.0578 | 2.50 | -0.0205 |
| 4_1_cts | 0 | 0.0563 | 2.37 | 0.0503 |
| 6_report | 0 | 0.0555 | 2.40 | 0.103 |
| 3_3_place_gp | 0 | 0.0569 | 2.49 | 0.00285 |
| 5_1_grt | 0 | 0.0630 | 2.48 | 0.0117 |
==> final cells by class <==
type / instances / share of cell area
well taps: 46 / 0.141
repair buffers: 15 / 0.340
inverters: 6 / 0.0552
multi-input cells: 16 / 0.463
Power and IR drop assume default switching activity.

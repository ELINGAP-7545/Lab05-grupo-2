==> flow/config.mk <==
export PLATFORM = sky130hd
export DESIGN_NAME = display
export DESIGN_NICKNAME = display
export VERILOG_FILES = /design/flow/design.v
export SDC_FILE = /design/flow/constraint.sdc
export NUM_CORES = 4
export LEC_CHECK = 1
export CORE_AREA = 10 10 70 70
export DIE_AREA = 0 0 80 80
==> flow/constraint.sdc <==
current_design display

set clk_period 1.5
set clk_io_pct 0.2

create_clock -name clk0 -period $clk_period

set non_clock_inputs [all_inputs -no_clocks]
set_input_delay [expr $clk_period * $clk_io_pct] -clock clk0 $non_clock_inputs
set_output_delay [expr $clk_period * $clk_io_pct] -clock clk0 [all_outputs]
==> flow/design.v <==
module BCDtoSSeg (V_SW, G_HEX);
   input wire [3:0] V_SW;
   output wire [6:0] G_HEX;
    reg [6:0] SSeg;
    wire [3:0]  BCD;
    assign BCD =V_SW;
    assign G_HEX = SSeg;
always @ ( * ) begin
  case (BCD)
    4'b0000: SSeg = 7'b1000000;  
	4'b0001: SSeg = 7'b1111001;  
	4'b0010: SSeg = 7'b0100100;  
	4'b0011: SSeg = 7'b0110000;  
	4'b0100: SSeg = 7'b0011001;  
	4'b0101: SSeg = 7'b0010010;  
	4'b0110: SSeg = 7'b0000010;  
    4'b0111: SSeg = 7'b1111000;  
	4'b1000: SSeg = 7'b0000000;  
	4'b1001: SSeg = 7'b0011000;  
   4'ha: SSeg = 7'b0001000;  
   4'hb: SSeg = 7'b0000011;
   4'hc: SSeg = 7'b0100111;
   4'hd: SSeg = 7'b0100001;
   4'he: SSeg = 7'b0000100;
   4'hf: SSeg = 7'b0001110;
    default:
    SSeg = 0;
  endcase
end
endmodule
module display(input [7:0] V_SW, output [6:0] G_HEX0, output [6:0] G_HEX1);
BCDtoSSeg D1(.V_SW(V_SW[3:0]), .G_HEX(G_HEX0));
BCDtoSSeg D2(.V_SW(V_SW[7:4]), .G_HEX(G_HEX1));
endmodule
==> flow/run.sh <==
#!/bin/bash
# OpenROAD 26Q1-2900-gdf79404cd8, Yosys 0.63+post, stock flow scripts
make -C /OpenROAD-flow-scripts/flow DESIGN_CONFIG=/design/flow/config.mk WORK_HOME=/design/flow/orfs finish
==> flow_summary.toml <==
# implementation run metrics
[worst_setup_path]
cp-startpoint = "V_SW[4]"
crit_end = "G_HEX1[0]"
crit_arrival_ns = 1.35
worstSetupPathType = "in -> out"
cp_max_fo = 3
start_kind = "input port"
endpoint_kind = "output port"
crit_required_ns = 1.20

[pwr]
p_total_uw = 332.4
pwr-share-clk_pct = 0
switchingPower_uw = 135.6
ir_drop_v = 0.0001345
p_int_uw = 196.7
leakage_uw = 0.0005289
seq_power_share_pct = 0
p_sw_share_pct = 40.81
power_density_nw_per_um2 = 281.7
p_comb_share_pct = 100.0

[logic_synthesis]
synthCells = 67
postSynthAreaPerCell_um2 = 6.984
top_area_share_pct = 26.74
synth_cell_type_count = 19
yosys_warnings = 1
syn_area_um2 = 467.9
synthTopCellsByArea = "ha_1, nor2_1, mux2i_1"
yosys_area_um2 = 467.9
most_common_cell = "nor2_1"
ys_cells = 67
ys_seq_share_pct = 0
top_area_cell = "ha_1"
common_cells = "nor2_1, ha_1, nand2_1, o21ai_0, a21oi_1"

[sta]
tns_ns = -0.3675
rsz0062_at_grt = "true"
setup_violations = 5
drv_slew = 0
fmax_ghz = 0.6044
slew-limit-headroom_pct = 88.98
setup_ws_ns = -0.1546
fin_crit_sh_pct = 110.3
hold_violations = 0
worst_pin_slew_ns = 0.1606
finalCriticalPeriod_ns = 1.655

[placement]
dpl.cell_count = 151
gp_congestion = 0.7769
dp_hpwl_um = 1176
preCtsSetupSlack_ns = -0.9269
port-buffer-count = 22

[outcome]
outcome = "finished with violations"
violations = "negative setup slack"

[floorplanning]
dieArea_um2 = 6400
chipWidth_um = 80
fp_util_pct = 13.70
io_pins = 22
rows = 21
core_um2 = 3416
die_y_um = 80

[global_routing]
track_usage_pct = 5.419
grt_pass1_vias = 649
grt_pass1_wl_um = 3022
antenna_found_initial = 0
grt_remaining_overflow = 0
grt_max_degree = 9

[clocking]
cts_hold_buf = 0

[cells_and_area]
clock_buffers = 0
nFillCells = 332
finalNonFillerCells = 164
area_delta_synth_final_pct = 152.1
utilization_pct = 34.54
nFlopsAndLatches = 0
post_route_cells_drive_above_1_share_pct = 69.49
final-seq-area_um2 = 0
logic_area_um2 = 611.8

[detailed_routing]
avgRoutedWirePerCell_um = 11.37
drc = 0
first_pass_iters = 2
ant_nets = 0
drt-total-wl_um = 1865
diodes = 0
viasPerCell = 3.994
via_count = 655
drt_iter0_drc = 4

[job]
warnings = 42
timing.max_cap.violations = 0

[worst_hold_path]
hold_path_class = "in -> out"
==> stage by stage <==
step | hold slack [ns] | instance area, um2
after floorplan | 0.6864 | 467.9
final | 1.009 | 1180
after detailed placement | 1.671 | 867.1
after CTS | 1.038 | 1076
after global placement | 1.670 | 867.1
after global routing | 1.053 | 1180
==> power by group through the flow <==
stage	Sequential (uW)	Clock, uW	Combinational, uW
after CTS	0	0	285
after global routing	0	0	363
final	0	0	332
==> worst max-delay path, stage by stage <==
cell	delay, ns
buf_8	0.10
buf_6	0.12
ha_4	0.15
buf_6	0.11
mux4_2	0.44
buf_2	0.13
==> metal layers <==
| layer | vias to the layer above | GRT usage (%) | part of all wire, % |
|---|---|---|---|
| li1 | 331 | - | - |
| met4 | 0 | 0 | 0 |
| met2 | 18 | 8.828 | 45 |
| met1 | 306 | 7.247 | 46 |
| met5 | - | 0 | 0 |
| met3 | 0 | 1.705 | 8.7 |
==> layout by cell type, fill, tap and decap left out, drive strengths merged, types with 2 or more instances in the layout <==
| cell type | count |
|---|---|
| buf | 47 |
| a21oi | 6 |
| nand2b | 3 |
| nor2 | 13 |
| clkdlybuf4s15 | 5 |
| mux4 | 2 |
| ha | 10 |
| nand2 | 8 |
| mux2i | 4 |
| inv | 4 |
| clkbuf | 2 |
| o21ai | 7 |
==> final cells by class <==
cell class	instances	area share (%)
Inverter	4	2.545
Multi-Input combinational cell	59	51.86
Tap cell	46	4.878
Timing Repair Buffer	55	40.72
==> worst min-delay path by stage <==
stage	from	end	slack (ns)	cells after the start
after global routing	V_SW[3]	G_HEX0[6]	1.05	4
after CTS	V_SW[7]	G_HEX1[6]	1.04	4
final	V_SW[3]	G_HEX0[6]	1.01	4
==> cell families (layout without fill, tap and decap cells) <==
logic type / Yosys count / in the layout / share of synthesized area [%]
compound gates: 15 / 15 / 17.11
xor+xnor: 1 / 1 / 1.872
fa+ha+maj: 10 / 10 / 26.74
buf+inv: 8 / 59 / 9.358
mux: 7 / 7 / 21.39
simple gates: 26 / 26 / 23.53
==> timing repair <==
action | CTS | global route
resized | 112 | 25
setup endpoints to repair | 14 | 13
hold endpoints to repair | 0 | 0
pin swaps | 16 | 10
setup buffers | 11 | 2
Power figures rest on the tool's default switching activity, not on a simulated workload.

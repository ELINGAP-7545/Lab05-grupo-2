**design/flow/run.sh**
```bash
#!/bin/bash
# OpenROAD 26Q1-2900-gdf79404cd8, Yosys 0.63+post, stock flow scripts
make -C /OpenROAD-flow-scripts/flow DESIGN_CONFIG=/design/flow/config.mk WORK_HOME=/design/flow/orfs finish
```
**design/flow/config.mk**
```make
export PLATFORM = sky130hd
export DESIGN_NAME = multiplicador
export DESIGN_NICKNAME = multiplicador
export VERILOG_FILES = /design/flow/design.v
export SDC_FILE = /design/flow/constraint.sdc
export NUM_CORES = 4
export LEC_CHECK = 1
export CORE_AREA = 10 10 96 96
export DIE_AREA = 0 0 106 106
```
**design/flow/constraint.sdc**
```tcl
current_design multiplicador

set clk_period 5.0
set clk_io_pct 0.2

create_clock -name clk0 -period $clk_period [get_ports {clk}]

set non_clock_inputs [all_inputs -no_clocks]
set_input_delay [expr $clk_period * $clk_io_pct] -clock clk0 $non_clock_inputs
set_output_delay [expr $clk_period * $clk_io_pct] -clock clk0 [all_outputs]
```
**design/flow/design.v**
```verilog
`timescale 1ns / 1ps
module multiplicador( input [2:0] MR, 
							 input [2:0] MD, 
							input init, 
							 input clk,  
							 output reg [5:0] pp, 
							 output reg done
    );
reg sh;
reg rst;
reg add;
reg [5:0] A;
reg [2:0] B;
wire z;
reg [2:0] status =0;
assign z=(B==0)?1:0;
always @(posedge clk) begin
	if (rst) begin
		A = {3'b000,MD};
		B = MR;
	end
	else	begin 
		if (sh) begin
			A= A << 1;
			B = B >> 1;
		end
	end
end 
always @(posedge clk) begin
	if (rst) begin
		pp =0;
	end
	else	begin 
		if (add) begin
		pp =pp+A;
		end
	end
end
parameter START =0,  CHECK =1, ADD =2, SHIFT =3, END1 =4;
always @(posedge clk) begin
	case (status)
	START: begin
		sh=0;
		add=0;
		if (init) begin
			status=CHECK;
			done =0;
			rst=1;
		end
		end
	CHECK: begin 
		done=0;
		rst=0;
		sh=0;
		add=0;
		if (B[0]==1)
			status=ADD;
		else
			status=SHIFT;
		end
	ADD: begin
		done=0;
		rst=0;
		sh=0;
		add=1;
		status=SHIFT;
		end
	SHIFT: begin
		done=0;
		rst=0;
		sh=1;
		add=0;
		if (z==1)
			status=END1;
		else
			status=CHECK;
		end
	END1: begin
		done =1;
		rst =0;
		sh =0;
		add =0;
		status =START;
	end
	 default:
		status =START;
	endcase 
end 
endmodule
```
==> reports/qor.yml <==
outcome: "completed"
period_used_share: 0.434
drtAntennaViolNets: 0
cpMaxStageDelayCell: "clkdlybuf4s50_1"
clock_skew_ps: 1.65
grt_pass1_wl_mm: 3.46
yosys.stat.seqShare: 0.519
io_pins: 15
clockBufferDepth: 2
hp-class: "reg2reg"
tightest_slew_ps: 668
via_per_inst: 3.55
wirelength_mm: 2.05
grt_max_degree: 21
row_count: 31
place_inst: 208
critical_path_class: "reg2out"
slowest_delay_ps: 500
firstDrtPassIters: 4
cp-start-kind: "flip-flop"
antenna_found_initial: 0
area_growth_pct: 28.3
post_cts_buffers: 0
drv_slew: 0
seq_power_share: 0.471
yosys_area_um2: 1100
htreeDepth: 1
max-cap-violations: 0
pwr-share-comb: 0.336
place.gp.congestion: 0.799
routedWlPerCell_um: 9.68
numClockSinks: 22
period_needed_ps: 2170
die_w_um: 106
power_switching_w: 0.000282
hold_depth: 2
ys_warn_count: 1
vdd_drop_max_v: 0.000295
cts_tree: "yes"
critPathRequiredTime_ps: 4000
chipArea_um2: 11200
grt_usage: 0.0363
warnings: 25
grt_pass1_vias: 717
powerDensity_nw_per_um2: 609
ys_cells: 101
final_core_util: 0.196
slew_headroom: 0.554
drcViolationCount: 0
grt_overflow: 0
hold_violations: 0
cts_buffers: 3
dp_hpwl_mm: 1.48
cp.depth: 1
final_cells: 212
drtIter0Drc: 34
clock_latency_ps: 260
drive_gt1_frac: 0.106
hold_buffers: 0
core_um2: 7210
antenna_cells: 0
worst_r2r_path_depth: 5
syn_inst: 101
lay_top_count: "clkdlybuf4s50_1"
p_leak_nw: 0.526
num_vias: 753
ys.flops: 22
cts_root_buffer: "clkbuf_8"
cp_num_buf_inv: 1
die_h_um: 106
fmax_mhz: 461
p_int_w: 0.000577
rsz0062_at_grt: "false"
ys_types: 29
setup_tns_ps: 0
netlist_area_um2: 1100
cp-end-kind: "output pin"
p_sw_frac: 0.329
clk_pin_slew_worst_paths_ps: 80
path_delay_family: "buffers and inverters"
layout_top_cells: "clkdlybuf4s50_1 (14), edfxtp_1 (13), nor2_1 (13)"
port_buffers: 14
ctsResizeCount: 0
crit_path_max_fanout: 4
arrival_ps: 1170
fin_total_pwr_w: 0.000859
p_clk_frac: 0.193
synth.avg_cell_area_um2: 10.9
cp_cell_sequence: "clkdlybuf4s50_1"
setup_violations: 0
core_util_floorplan: 0.152
per-layer routing:
layer	track usage	up-vias	wire length [um]
li1	-	387	-
met1	0.0533	347	1100
met2	0.0526	19	845
met3	0.0122	0	108
met4	0.00387	0	0
met5	0	-	0
area by class of cell:
type,instances,area [um2]
inverters,1,3.75
clock inverters,1,30.0
clock buffers,3,41.3
repair buffers,14,140
fillers,800,5800
flip-flops and latches,22,571
well taps,99,124
multi-input cells,72,502
through the flow:
step / cell area, um2 / hold WS [ps] / worst slack (ps)
floorplan: 1100 / 448 / 3230
global placement: 1340 / 487 / 2910
detailed placement: 1340 / 491 / 2900
CTS: 1410 / 499 / 2800
global route: 1410 / 532 / 2760
finish: 1410 / 500 / 2830
synth_stat cells (all sizes together):
master	instances	area share
a2111oi	1	0.0080
a211o	1	0.0080
a211oi	2	0.018
a21oi	3	0.014
a31oi	1	0.0057
and2	5	0.028
and3	1	0.0057
and4b	1	0.0091
buf	1	0.0045
clkbuf	5	0.017
dfxtp	9	0.16
edfxtp	13	0.35
fa	1	0.018
ha	5	0.057
inv	1	0.0034
mux2	6	0.061
mux2i	5	0.046
nand2	10	0.034
nand3	2	0.0091
nor2	13	0.044
nor3	4	0.018
nor3b	1	0.0068
o21ai	3	0.014
o31ai	1	0.0068
or2	1	0.0057
or4	1	0.0068
xnor2	2	0.016
xor2	2	0.016
final timing paths:
| check | to | start | slack [ps] |
|---|---|---|---|
| setup / recovery | pp[1] | pp[1]$_SDFFE_PP0P_ | 2830 |
| hold / removal | pp[4]$_SDFFE_PP0P_ | pp[4]$_SDFFE_PP0P_ | 500 |
| setup reg to reg | pp[5]$_SDFFE_PP0P_ | A[1]$_DFFE_PP_ | 3130 |
| hold reg to reg | pp[4]$_SDFFE_PP0P_ | pp[4]$_SDFFE_PP0P_ | 500 |
logic make-up after synthesis:
kind of cell | count (synthesis) | share of synthesized area
xor gates and xnor gates | 4 | 0.0319
buffers and inverters | 7 | 0.0250
DFF | 22 | 0.519
AOI/OAI and AO/OA | 12 | 0.0739
and+or+nand+nor | 39 | 0.168
muxes | 11 | 0.107
adders and majority gates | 6 | 0.0751
registers in the layout, indices dropped and copies added (netlist names):
register,cells
A,6
pp,6
B,3
status,3
add,1
done,1
rst,1
sh,1
power groups by stage:
stage	registers (W)	logic, W	clock network, W
5_1_grt	0.000423	0.000334	0.000178
4_1_cts	0.000406	0.000293	0.000170
6_report	0.000405	0.000289	0.000166
Power and IR drop assume default switching activity.
